==> flow/design.v <==
module alu (Ain, Bin, ALUop, out, Z);
	input [15:0] Ain, Bin;
	input [1:0] ALUop;
	output logic [15:0] out;
	output logic Z;
	always_comb begin
		case (ALUop)
			2'b00: out = Ain + Bin;
			2'b01: out = Ain - Bin;
			2'b10: out = Ain & Bin;
			2'b11: out = ~Bin;
			default: out = 16'bz;
		endcase
	end
	always_comb begin
		if (out == 16'b0)
			Z = 1;
		else 
			Z = 0; 
	end
endmodule
module datapath (clk, readnum, vsel, loada, loadb, shift, asel, bsel, ALUop, loadc, loads,
				writenum, write, datapath_in, Z_out, datapath_out);
	input clk;
	input [2:0] readnum, writenum;
	input vsel, loada, loadb, asel, bsel, loadc, loads, write;
	input [1:0] ALUop, shift; 
 	input [15:0] datapath_in;
	output Z_out;
	output [15:0] datapath_out;
	logic [15:0] data_in, data_out, a_out, b_out, ALU_out, sout, Ain, Bin;
	logic Z; 
	always_comb begin
		case (vsel)
			1'b1: data_in = datapath_in;
			1'b0: data_in = datapath_out;
			default: data_in = 16'bz; 
		endcase
	end
	regfile RF (data_in, writenum, write, readnum, clk, data_out);
	reg_load #(16) REG_A (data_out, a_out, loada, clk);  
	reg_load #(16) REG_B (data_out, b_out, loadb, clk);
	reg_load #(16) REG_C (ALU_out, datapath_out, loadc, clk);
	reg_load #(1) REG_S (Z, Z_out, loads, clk);
	shifter SF (b_out, shift, sout); 
	always_comb begin
		case (asel)
			1'b0: Ain = a_out;
			1'b1: Ain = 16'b0;
			default: Ain = 16'bz; 
		endcase
	end
	always_comb begin
		case (bsel)
			1'b0: Bin = sout;
			1'b1: Bin = {11'b0, datapath_in[4:0]};
			default: Bin = 16'bz; 
		endcase
	end
	alu ALU (Ain, Bin, ALUop, ALU_out, Z);
endmodule
module decoder (a, b);
	parameter n = 3;
	parameter m = 8;
	input [n-1:0] a;
	output [m-1:0] b;
	assign b = 1 << a; 
endmodule 
module lab5_top(KEY,SW,LEDR,HEX0,HEX1,HEX2,HEX3,HEX4,HEX5,CLOCK_50);
  input [3:0] KEY;
  input [9:0] SW;
  output [9:0] LEDR;
  output [6:0] HEX0, HEX1, HEX2, HEX3, HEX4, HEX5;
  input CLOCK_50;
  wire [15:0] datapath_out, datapath_in;
  wire write, vsel, loada, loadb, asel, bsel, loadc, loads;
  wire [2:0] readnum, writenum;
  wire [1:0] shift, ALUop;
  input_iface IN(CLOCK_50, SW, datapath_in, write, vsel, loada, loadb, asel,
                 bsel, loadc, loads, readnum, writenum, shift, ALUop, LEDR[8:0]);
  datapath DP ( .clk         (~KEY[0]),  
                .readnum     (readnum),
                .vsel        (vsel),
                .loada       (loada),
                .loadb       (loadb),
                .shift       (shift),
                .asel        (asel),
                .bsel        (bsel),
                .ALUop       (ALUop),
                .loadc       (loadc),
                .loads       (loads),
                .writenum    (writenum),
                .write       (write),
                .datapath_in (datapath_in),
                .Z_out       (LEDR[9]),
                .datapath_out(datapath_out)
             );
  sseg H0(datapath_out[3:0],   HEX0);
  sseg H1(datapath_out[7:4],   HEX1);
  sseg H2(datapath_out[11:8],  HEX2);
  sseg H3(datapath_out[15:12], HEX3);
  assign HEX4 = 7'b1111111;   
  assign HEX5 = 7'b1111111;   
endmodule
module input_iface(clk, SW, datapath_in, write, vsel, loada, loadb, asel, bsel,
                   loadc, loads, readnum, writenum, shift, ALUop, LEDR);
  input         clk;
  input [9:0]   SW;
  output [15:0] datapath_in;
  output        write, vsel, loada, loadb, asel, bsel, loadc, loads;
  output [2:0]  readnum, writenum;
  output [1:0]  shift, ALUop;
  output [8:0]  LEDR;
  wire          sel_sw = SW[9];
  wire [15:0]   datapath_in_next = sel_sw ? {8'b0,SW[7:0]} : datapath_in;
  vDFF #(16) DATA(clk,datapath_in_next,datapath_in);
  wire [8:0]    ctrl_sw;
  wire [8:0]    ctrl_sw_next = sel_sw ? ctrl_sw : SW[8:0];
  vDFF #(9) CTRL(clk,ctrl_sw_next,ctrl_sw);
  assign {readnum,vsel,loada,loadb,shift,asel,bsel,ALUop,loadc,loads,writenum,write}={
           ctrl_sw[3:1], ctrl_sw[4], ctrl_sw[5], ctrl_sw[6],
           ctrl_sw[2:1], ctrl_sw[3], ctrl_sw[4], ctrl_sw[6:5], ctrl_sw[7], ctrl_sw[8],
           ctrl_sw[3:1], ctrl_sw[0]
  };
  assign LEDR = sel_sw ? ctrl_sw : {1'b0, datapath_in[7:0]};
endmodule
module vDFF(clk,D,Q);
  parameter n=1;
  input           clk;
  input [n-1:0]   D;
  output [n-1:0]  Q;
  reg [n-1:0]     Q;
  always @(posedge clk)
    Q <= D;
endmodule
module sseg(in,hex);
	input [3:0] in;
	output logic [6:0] hex;
	always_comb begin
		case (in)
			'h0: hex = 7'b1000000;
			'h1: hex = 7'b1111001;
			'h2: hex = 7'b0100100;
			'h3: hex = 7'b0110000;
			'h4: hex = 7'b0011001;
			'h5: hex = 7'b0010010;
			'h6: hex = 7'b0000010;
			'h7: hex = 7'b1111000;
			'h8: hex = 7'b0000000;
			'h9: hex = 7'b0010000;
			'ha: hex = 7'b0001000;
			'hb: hex = 7'b0000011;
			'hc: hex = 7'b1000110;
			'hd: hex = 7'b0100001;
			'he: hex = 7'b0000110;
			'hf: hex = 7'b0001110;
			default: hex = 7'b1111111;
		endcase 
	end
endmodule
module mux_8in (a0, a1, a2, a3, a4, a5, a6, a7, sel, b);
	parameter k = 16; 
	input [k-1:0] a0, a1, a2, a3, a4, a5, a6, a7; 
	input [7:0] sel;
	output [k-1:0] b;
	assign b = ({k{sel[0]}} & a0) |
			 ({k{sel[1]}} & a1) |
			 ({k{sel[2]}} & a2) |
			 ({k{sel[3]}} & a3) |
			 ({k{sel[4]}} & a4) |
			 ({k{sel[5]}} & a5) |
			 ({k{sel[6]}} & a6) |
			 ({k{sel[7]}} & a7) ;
endmodule  
module reg_load (a, b, load, clk);
	parameter n = 16;
	input [n-1:0] a;
	input load, clk;
	output logic [n-1:0] b;
	always @ (posedge clk) begin
		if (load) 
			b <= a;
	end
endmodule
module regfile (data_in, writenum, write, readnum, clk, data_out);
	input [15:0] data_in;
	input [2:0] writenum, readnum;
	input write, clk;
	output logic [15:0] data_out;
	logic [7:0] write_dec_out, read_dec_out, load;
	logic [127:0] reg_out;
	decoder #(3,8) Dec1 (writenum, write_dec_out);
	decoder #(3,8) Dec2 (readnum, read_dec_out);
	genvar i;  
	generate 
		for (i = 0; i < 8; i = i + 1) begin: Regs
			reg_load #(16) Reg (.clk (clk), .load (load [i]), .a (data_in), .b (reg_out [((1+i)*16)-1 : i*16]));
		end
	endgenerate 
	mux_8in # (16) Mux (
	.sel (read_dec_out), 
	.b (data_out),
	.a0 (reg_out [15:0]),
	.a1 (reg_out [31:16]),
	.a2 (reg_out [47:32]),
	.a3 (reg_out [63:48]),
	.a4 (reg_out [79:64]),
	.a5 (reg_out [95:80]),
	.a6 (reg_out [111:96]),
	.a7 (reg_out [127:112])
	);
	always_comb begin  
		load = write_dec_out & {8{write}};
	end
endmodule
module shifter (in,shift,sout);
	input [15:0] in;
	input [1:0] shift;
	output logic [15:0] sout;
	always_comb begin
		case (shift)
			2'b00: sout = in;
			2'b01: sout = in << 1;
			2'b10: sout = in >> 1;
			2'b11: sout = {in[15], in[15:1]};  
			default: sout = 16'bz; 
		endcase
	end
endmodule 
==> flow/run.sh <==
#!/bin/bash
# OpenROAD 26Q1-2900-gdf79404cd8, Yosys 0.63+post, stock flow scripts
make -C /OpenROAD-flow-scripts/flow DESIGN_CONFIG=/design/flow/config.mk WORK_HOME=/design/flow/orfs finish
==> flow/config.mk <==
export PLATFORM = sky130hd
export DESIGN_NAME = lab5_top
export DESIGN_NICKNAME = lab5_top
export VERILOG_FILES = /design/flow/design.v
export SDC_FILE = /design/flow/constraint.sdc
export NUM_CORES = 4
export LEC_CHECK = 1
export CORE_UTILIZATION = 50
==> flow/constraint.sdc <==
current_design lab5_top

set clk_period 2.8
set clk_io_pct 0.2

create_clock -name clk0 -period $clk_period [get_ports {CLOCK_50}]

set non_clock_inputs [all_inputs -no_clocks]
set_input_delay [expr $clk_period * $clk_io_pct] -clock clk0 $non_clock_inputs
set_output_delay [expr $clk_period * $clk_io_pct] -clock clk0 [all_outputs]
==> results.cfg <==
; flow metrics
[route]
initialDrtViolationCount = 341
routed_wl_mm = 23.12
first_pass_iters = 5
dr_total_vias = 6816
wl_per_cell_um = 19.36
drc = 0
viasPerCell = 5.709
ant_nets = 0
antennaDiodeCount = 0

[grt]
grt_pass1_wl_mm = 36.37
gr-usage-met1_pct = 36.49
gr-usage-met3_pct = 8.264
grt_pass1_vias = 6652
grt.met2_usage_pct = 34.17
gr-max-usage-layer = met1
grt.total_usage_pct = 22.67
grt_antenna_before_repair = 2
grt_overflow = 0
grt_max_degree = 97

[worst_setup_path]
crit_path_end_kind = primary output
cpPeakStageDelay_ps = 460
cp_slowest_cell = clkdlybuf4s50_1
cpMostUsedCell = clkdlybuf4s50_1
start_kind = input port
crit_arrival_ps = 2010
critPathMaxFanout = 16
critical_path_class = in -> out
worstPathRequired_ps = 2240
crit_chain = clkdlybuf4s50_1 > buf_4 > mux2_2 > clkdlybuf4s50_1

[yosys]
synth-edff-count = 194
synthArstFlopShare_pct = 0
largest_area_cell = edfxtp_1
synth_cell_types = 68
top_cell_area_share_pct = 52.61
yosys_cells = 877
yosysSeqAreaShare_pct = 57.67
yosys.cell_count.top_type = edfxtp_1
common_cells = edfxtp_1, nand2_1, mux2i_1
syn_area_sq_um = 11070
ys_warn_count = 14
top_cells_by_area = edfxtp_1, dfxtp_1, mux2i_1
yosysChipArea_sq_um = 11070
ys.flops = 222
synth_area_per_cell_sq_um = 12.63
syn_inst = 877
yosys_most_used_dff = edfxtp_1

[run]
maxCapViolCount = 0
tool_warnings = 48

[clock_network]
cts_root_buffer = clkbuf_16
ctsHtreeMaxLevel = 1
cts_hold_buffers = 0
postCtsResizedCells = 0
post-cts-setup-buffer-count = 0
clk_pin_slew_ps = 50
tritoncts = built
cts_made_buffers = 3
clock_path_buffers = 2

[die]
coreArea_sq_um = 21760
die_h_um = 150.8
fp-utilization_pct = 50.90
die_area_sq_um = 22750
die_w_um = 150.8
ios = 67
row_count = 54

[timing]
fin_setup_tns_ps = 0
finalMaxSlewViolations = 0
setup_ws_ps = 225.5
worstMarginPinSlew_ps = 1027
rsz0062_at_grt = no
setup_viol = 0
unclocked_pins = 205
slew_headroom_pct = 30.84
max_freq_mhz = 388.4
period_needed_ps = 2575
untimed_endpoints = 411
min_period_over_period_pct = 91.95
finalHoldViolCount = 0

[place]
post_dp_cell_area_sq_um = 11880
portBuffers = 49
hpwl_mm = 16.99
place_ws_ps = 247.8
place.gp.congestion = 0.9168

[power_and_ir_drop]
ir_worst_vdd_v = 0.0002462
power.leakage_nw = 4.366
p_per_area_nw_per_um2 = 217.5

[layout]
areaGrowthSynthToFinish_pct = 7.989
drive_gt1_share_pct = 9.409
fin_area_sq_um = 11960

[worst_hold_path]
hold_class = in -> reg

[run_status]
status = completed
[layer usage]
metal  wire length, um  up-vias
met3              1775       10
met5                13        -
met2             10980      210
met4               104        2
li1                  -     3314
met1             10240     3280
[stage by stage]
stage	util [%]	total power, mW	instances	hold WS (ps)
after floorplan	-	1.927	890	658.9
after global placement	54.60	2.309	1190	1122
after detailed placement	54.60	2.335	1190	1121
after CTS	54.96	2.618	1194	871.0
after global routing	54.96	2.829	1194	885.2
final	54.96	2.601	1194	875.9
[registers in the layout, summed over array words and instances (netlist names), 8 cells and up]
register          count
DP.REG_A.b           16
DP.REG_C.b           16
IN.DATA.Q             8
DP.REG_B.b           16
DP.RF.Regs.Reg.b    128
IN.CTRL.Q             9
[area by class of cell]
type / count / area [sq um]
timing repair buffer: 76 / 693.2
inverter: 37 / 141.4
sequential: 222 / 6386
fill: 1776 / 9798
tap: 280 / 350.3
multi-input combinational: 575 / 4308
clock buffer: 4 / 78.83
[logic make-up after synthesis]
group | share of synthesized area, %
AOI/OAI and AO/OA | 10.51
buffers and inverters | 3.955
DFF | 57.67
muxes | 11.07
other | 0.03387
adders and majority gates | 4.701
and+or+nand+nor | 10.24
xor gates and xnor gates | 1.819
[final timing paths]
| check | start | endpoint | slack (ps) | cells past startpoint |
|---|---|---|---|---|
| hold / removal | SW[8] | IN.CTRL.Q[8] | 880 | 1 |
| setup / recovery | SW[9] | LEDR[6] | 230 | 4 |
[worst max-delay path: cells and delay by family]
kind | cells | cell delay [ps]
buf+inv | 3 | 1100
mux | 1 | 360
[placed cells by master (no fill, tap or decap), types with 15 or more instances in the layout]
cell type and n:
buf_4 27, xnor2_1 15, mux2i_1 55, dfxtp_1 28, clkdlybuf4s50_1 49, a21oi_1 31, nand2_1 69, inv_1 35
mux2_2 26, o21ai_0 32, nor2b_1 41, a211oi_1 18, mux4_2 17, edfxtp_1 194, ha_1 40, nor2_1 53
[power by group]
group / switching (mW) / leakage, nW / internal, mW
combinational: 0.983 / 2.27 / 0.644
sequential: 0.0358 / 2.06 / 0.667
clock: 0.0797 / 0.0382 / 0.192
total: 1.10 / 4.37 / 1.50
No activity file was given, so power comes from the tool's default toggle rates.
