$ cat flow/config.mk
export PLATFORM = sky130hd
export DESIGN_NAME = AddSubOvf
export DESIGN_NICKNAME = AddSubOvf
export VERILOG_FILES = /design/flow/design.v
export SDC_FILE = /design/flow/constraint.sdc
export NUM_CORES = 4
export LEC_CHECK = 1
export CORE_AREA = 10 10 70 70
export DIE_AREA = 0 0 80 80
$ cat flow/design.v
module AddSubOvf (a, b, sub, s, ovf);
	parameter n = 8;
	input [n-1:0] a, b;
	input sub;  
	output logic [n-1:0] s;
	output logic ovf;  
	logic c1, c2;  
	assign ovf = c1 ^ c2;   
	Mubi_adder # (1) as (a[n-1],b[n-1]^sub, c1, c2, s[n-1]);  
	Mubi_adder # (n-1) ai (a[n-2:0], b[n-2:0]^{n-1{sub}}, sub, c1, s[n-2:0]);  
endmodule
module Mubi_adder (a, b, cin, cout, s);
	parameter n = 8;
	input [n-1:0] a, b;
	input cin;
	output logic [n-1:0] s;
	output logic cout;
	assign {cout, s} = a + b + cin; 
endmodule 
$ cat flow/constraint.sdc
current_design AddSubOvf

set clk_period 5.3
set clk_io_pct 0.2

create_clock -name clk0 -period $clk_period

set non_clock_inputs [all_inputs -no_clocks]
set_input_delay [expr $clk_period * $clk_io_pct] -clock clk0 $non_clock_inputs
set_output_delay [expr $clk_period * $clk_io_pct] -clock clk0 [all_outputs]
$ cat flow/run.sh
#!/bin/bash
# OpenROAD 26Q1-2900-gdf79404cd8, Yosys 0.63+post, stock flow scripts
make -C /OpenROAD-flow-scripts/flow DESIGN_CONFIG=/design/flow/config.mk WORK_HOME=/design/flow/orfs finish
==> summary.txt <==
Numbers from the implementation run.

Per the GRT log, the top usage layer is met1. The critical path's top delay family is buffers and inverters. The number of antenna violations at the first check in global routing is 0. In the final layout, the share of cells above drive strength 1 is 2.60%. Counting endpoints that fail hold in the final report gives 0. The antenna diode count is 0. The run finished with clean final reports. In the finished design the tool counted flip-flops and latches totalling 0. The worst endpoint data arrival time is 3.95 ns. After clock tree synthesis, the setup repair step added 0 buffers.

The biggest area contributor in the post-synthesis netlist is xor2_1. Per STA, the library cell used most along the worst path is clkdlybuf4s50_1. In the floorplan report the effective utilization is 12.3%. The via count of the first global-routing pass is 434. In the synthesized netlist, the cells that appear most often are 10 x xor2_1, 7 x inv_1, 6 x ha_1. The yosys stat cell total is 52. According to the hold report, the worst path is of the in2out type.

The endpoint kind of the worst setup timing path is an output pin. The required time of the critical path is 4.24 ns. The hold buffer count at CTS is 0. Relative to the synthesized area, the layout overhead comes to 73.1%.

In this run the remaining antenna-violating nets after routing total 0. In the setup report, the worst path falls into the class in2out. For this run, the chip area from Yosys synthesis comes to 419 um2. Once detailed placement completed, the half-perimeter wirelength came to 1160 um. The power report puts the leakage power at 0.301 nW. Global routing consumed, on the met2 layer, 5.46% of the routing resources.

For reference, the final report shows the max-slew violation count at 0. The count of buffers added on input and output ports is 26. After the first detailed-routing iteration, the DRC count stood at 8. The cell area power density is 147 nW/um2.

The average detailed-routed wire length per instance is 10.2 um. The per-instance average area after synthesis is 8.06 um2. Entering global routing, the biggest net connects 7 pins.

The worst IR drop on VDD is 0.0385 mV. 26 I/O pins were placed. The number of warnings the tools reported is 32.

Summing all multi-input logic gate instances after layout gives 374 um2. Counting the fill cells in the layout gives 392. The sum of negative setup slack is 0 ns.

The cell with the biggest individual delay on the critical path is clkdlybuf4s50_1. The share of the synthesized area in the top cell type is 20.9%. The area inside the core boundary is 3420 um2.

For reference, the top cells by area after synthesis are xor2_1 21%, ha_1 18%, fa_1 9.6%. The peak clock frequency supported by timing is 0.200 GHz. The number of resized instances in the post-cts repair step is 0. The synthesis log from Yosys contains 0 warnings. Traced cell by cell, the critical path runs through clkdlybuf4s50_1 -> xor2_1 -> ha_1 -> a2111o_1 -> a31oi_1 -> o41a_1 -> fa_1 -> inv_1 -> clkdlybuf4s50_1. In the global route stage, met3 resource usage came out at 0.909%.

The total vias in the final route is 446. Per the OpenROAD floorplan log, the width of the die is 80 um. The transition time at the pin with the least slew margin is 0.340 ns. The global-route wire length before repair is 2080 um. The tally of clock buffers in the finished layout is 0. The final cell utilization of the core is 21.2%.

The library cell with the highest instance count after synthesis is xor2_1. After synthesis, the netlist uses 22 different library cells. The critical path contains buffers and inverters numbering 3 combined.

The worst setup path is launched from an input pin. The critical path's largest stage delay is 0.54 ns. Setup repair after global routing left no endpoint under its margin. The weighted congestion at the end of routability-driven global placement is 0.738. For this block, the routed nets add up to 1260 um of wire. Per the run summary, max-cap violations total 0.

The iteration count of the initial detailed-routing pass is 2. The part of the cycle the worst path needs is 94.5%. The floorplan has 21 rows.

The detailed-route DRC error count is 0. The die covers 6400 um2. Global routing used 3.91% of the available tracks across all layers. Summing the sequential cell areas from Yosys gives 0% of the chip area.

The sequential cells in the finished layout cover a total of 0 um2. The chip height is 80 um. The largest driver fanout on the critical path is 6. The post-synthesis cell area is 419 um2. The worst-case max-slew headroom was logged as 77.0%.

For the finished layout, the period the worst path requires is 5.01 ns. The total grt overflow is 0. The instance count of the mapped netlist is 52.

The per-cell via count in the routed design is 3.63. In the final report, the number of endpoints failing setup comes to 0. The global routing report lists met1 layer usage as 6.15%. On the final layout, the worst hold slack is 3.09 ns.
## kinds of logic (layout without fill, tap and decap cells)
| kind of cell | after synthesis | count (layout) | share of synthesized area, % |
|---|---|---|---|
| muxes | 1 | 1 | 3.58 |
| adders and majority gates | 8 | 8 | 27.5 |
| and+or+nand+nor | 12 | 12 | 14.0 |
| AOI/OAI and AO/OA | 10 | 10 | 19.1 |
| buffers and inverters | 9 | 34 | 10.7 |
| xor gates and xnor gates | 12 | 12 | 25.1 |
## final timing paths
| kind | end | from | slack [ns] | cells past startpoint |
|---|---|---|---|---|
| worst max-delay path | s[7] | sub | 0.29 | 9 |
| worst min-delay path | s[0] | a[0] | 3.09 | 3 |
## area by class of cell
cell class / count / share of cell area, %
tap: 46 / 7.93
multi-input combinational: 43 / 51.6
inverter: 7 / 3.62
timing repair buffer: 27 / 36.9
## per-stage QoR
step / cell area (um2) / cells / power, mW / setup slack, ns
after floorplan: 419 / 52 / 0.0516 / 1.25
after detailed placement: 726 / 123 / 0.109 / 0.269
after global placement: 726 / 123 / 0.108 / 0.321
final: 726 / 123 / 0.106 / 0.292
after global routing: 726 / 123 / 0.122 / 0.114
after CTS: 726 / 123 / 0.110 / 0.259
## routing by layer
layer | share of wire, % | routed length (um)
met3 | 6.0 | 76
met2 | 38 | 475
met5 | 0 | 0
met1 | 56 | 708
met4 | 0 | 0
## power by group
group	total [mW]	internal [mW]	switching, mW
clock	0	0	0
combinational	0.106	0.0685	0.0379
sequential	0	0	0
## cell usage in the layout, fill, tap and decap left out
master / n
nand3_1: 1
a2111o_1: 1
o41a_1: 1
xor2_1: 10
buf_4: 1
nor2b_1: 2
nand2b_1: 1
o311ai_0: 1
a31oi_1: 1
nor2_1: 2
mux2_4: 1
o21a_1: 2
ha_1: 6
nor3_1: 4
a21oi_1: 2
nand2_1: 2
fa_1: 2
o2111ai_1: 1
xnor2_1: 2
inv_1: 7
clkdlybuf4s50_1: 26
a311oi_1: 1
No activity file was given, so power comes from the tool's default toggle rates.
